[design/flow/design.v]
module segment (seg_data_1,seg_data_2,seg_led_1,seg_led_2);
	input [3:0] seg_data_1;						 
	input [3:0] seg_data_2;						 
	output [8:0] seg_led_1;						 
	output [8:0] seg_led_2;						 
        reg [8:0] seg [9:0];                                             
        initial                                                          
	    begin
              seg[0] = 9'h3f;                                            
	      seg[1] = 9'h06;                                            
	      seg[2] = 9'h5b;                                            
	      seg[3] = 9'h4f;                                            
	      seg[4] = 9'h66;                                            
	      seg[5] = 9'h6d;                                            
	      seg[6] = 9'h7d;                                            
	      seg[7] = 9'h07;                                            
	      seg[8] = 9'h7f;                                            
	      seg[9] = 9'h6f;                                            
            end
        assign seg_led_1 = seg[seg_data_1];                          
        assign seg_led_2 = seg[seg_data_2];
endmodule
[design/flow/run.sh]
#!/bin/bash
# OpenROAD 26Q1-2900-gdf79404cd8, Yosys 0.63+post, stock flow scripts
make -C /OpenROAD-flow-scripts/flow DESIGN_CONFIG=/design/flow/config.mk WORK_HOME=/design/flow/orfs finish
[design/flow/config.mk]
export PLATFORM = sky130hd
export DESIGN_NAME = segment
export DESIGN_NICKNAME = segment
export VERILOG_FILES = /design/flow/design.v
export SDC_FILE = /design/flow/constraint.sdc
export NUM_CORES = 4
export LEC_CHECK = 1
export CORE_AREA = 10 10 70 70
export DIE_AREA = 0 0 80 80
[design/flow/constraint.sdc]
current_design segment

set clk_period 1.3
set clk_io_pct 0.2

create_clock -name clk0 -period $clk_period

set non_clock_inputs [all_inputs -no_clocks]
set_input_delay [expr $clk_period * $clk_io_pct] -clock clk0 $non_clock_inputs
set_output_delay [expr $clk_period * $clk_io_pct] -clock clk0 [all_outputs]
==> impl_metrics.env <==
# physical design summary
export IMPL_crit_path_cell_trace="buf_8, inv_4, buf_6, buf_12, ha_4, nand2b_4, buf_6, a22oi_2, buf_2"
export IMPL_start_kind="primary input"
export IMPL_grt_max_degree=10
export IMPL_floorplan_core_util=0.118
export IMPL_io_pins=26
export IMPL_vias=485
export IMPL_grt_use_total=0.0413
export IMPL_place_gp_congestion=0.784
export IMPL_coreArea_mm2=0.00342
export IMPL_fmax_ghz=0.730
export IMPL_p_leak_nw=0.447
export IMPL_fin_area_um2=981
export IMPL_synth_yosys_warnings=1
export IMPL_vdd_ir_drop_worst_uv=86.6
export IMPL_dr_wl_met3_um=53
export IMPL_finalCritPeriodShare=1.05
export IMPL_wl_met2_um=651
export IMPL_top_cell_area_share=0.374
export IMPL_status="finished with violations"
export IMPL_syn_avg_cell_area_um2=7.58
export IMPL_critPathCaptureType="primary output"
export IMPL_drtIter0Drc=6
export IMPL_top_area_cell="ha_1"
export IMPL_ys_top_cells_by_count="ha_1, nand2b_1, nor2_1"
export IMPL_overflow=0
export IMPL_max_stage_delay_ns=0.12
export IMPL_dp_cells=132
export IMPL_setup_slack_ns=-0.0704
export IMPL_ant_nets=0
export IMPL_synth_area_um2=402
export IMPL_n_antenna_cell=0
export IMPL_ys_seq_frac=0
export IMPL_highest_layer="met3"
export IMPL_grt_pass1_wl_mm=2.30
export IMPL_period_minus_slack_ns=1.37
export IMPL_ff_latch_area_um2=0
export IMPL_critPathSlowestCell="ha_4"
export IMPL_final_clkbuf_count=0
export IMPL_wl_mm=1.39
export IMPL_ys_cells=53
export IMPL_ys_top_cells_by_area="ha_1, nand2b_1, a21o_1"
export IMPL_finalHoldViolations=0
export IMPL_warnings=44
export IMPL_hpwl_mm=1.01
export IMPL_ys_types=17
export IMPL_drive_gt1_frac=0.674
export IMPL_power_density_mw_per_mm2=256
export IMPL_cts_hold_buffers=0
export IMPL_crit_arrival_ns=1.11
export IMPL_rsz0062_at_grt="yes"
export IMPL_wire_per_inst_um=9.84
export IMPL_rows=21
export IMPL_via_per_inst=3.44
export IMPL_die_h_um=80
export IMPL_most_common_cell="ha_1"
export IMPL_yosysChipArea_um2=402
export IMPL_die_w_um=80
export IMPL_fill_cells=357
export IMPL_final_cells=141
export IMPL_crit_required_ns=1.04
export IMPL_slew_violations=0
export IMPL_chipArea_mm2=0.00640
export IMPL_syn_inst=53
export IMPL_place_area_um2=747
export IMPL_flops=0
export IMPL_cap_viol_max_count=0
export IMPL_setup_viol=5
export IMPL_drt_pass1_iterations=3
export IMPL_grt_pass1_vias=515
export IMPL_cp_max_fo=2
export IMPL_hp_class="primary input to primary output"
export IMPL_violations="setup timing"
export IMPL_areaGrowthSynthToFinish_pct=144
export IMPL_wl_met1_um=682
export IMPL_crit_path_frequent_cell="buf_6"
export IMPL_crit_type="primary input to primary output"
export IMPL_io_buffers=22
export IMPL_antenna_found_initial=0
export IMPL_drc_errors=0
routing by layer:
| layer | up-vias | global-route usage |
|---|---|---|
| li1 | 248 | - |
| met1 | 227 | 0.0587 |
| met2 | 10 | 0.0682 |
| met3 | 0 | 0.00568 |
| met4 | 0 | 0 |
| met5 | - | 0 |
worst max-delay path, delay by kind of cell:
kind / cells / cell delay, ns
compound gates: 1 / 0.10
fa+ha+maj: 1 / 0.12
buf+inv: 6 / 0.56
simple gates: 1 / 0.05
area by class of cell:
cell class                      instances  area (µm²)  share of cell area
Multi-Input combinational cell         46         508               0.518
Timing Repair Buffer                   44         389               0.397
Tap cell                               46        57.6              0.0587
Inverter                                5        26.3              0.0268
path summary, 6_finish.rpt:
kind	from	end	depth (start not counted)	slack [ns]
worst max-delay path	seg_data_2[1]	seg_led_2[4]	9	-0.07
worst min-delay path	seg_data_1[3]	seg_led_1[4]	4	0.89
where the power goes:
part / switching [mW] / internal, mW
Sequential: 0 / 0
Combinational: 0.0973 / 0.154
Clock: 0 / 0
metrics by stage:
step	hold slack [ns]	worst slack [ns]	total power, mW	TNS, ns	utilization
after global placement	1.59	-0.791	0.183	-9.81	0.219
final	0.892	-0.0704	0.251	-0.221	0.287
after floorplan	0.554	0.150	0.0676	0	-
after CTS	0.893	-0.158	0.227	-0.283	0.267
after global routing	0.917	-0.116	0.277	-0.465	0.287
after detailed placement	1.60	-0.810	0.185	-9.93	0.219
timing repair:
action | 4_1_cts | 5_1_grt
hold endpoints to repair | 0 | 0
cloned | 0 | 0
endpoints found under the setup margin | 14 | 9
gates resized | 104 | 13
pin swaps | 15 | 7
buffers inserted | 7 | 3
cell usage in the layout, fill, tap and decap left out, types with 2 or more instances in the layout:
| master | netlist | final |
|---|---|---|
| a21o_1 | 4 | 4 |
| a22oi_2 | 1 | 2 |
| buf_2 | 0 | 12 |
| buf_4 | 4 | 10 |
| buf_6 | 1 | 12 |
| buf_8 | 0 | 3 |
| clkdlybuf4s15_1 | 0 | 2 |
| conb_1 | 1 | 4 |
| dlygate4sd2_1 | 0 | 2 |
| ha_1 | 12 | 4 |
| ha_4 | 0 | 8 |
| inv_4 | 0 | 3 |
| nand2_1 | 4 | 4 |
| nand2b_4 | 1 | 6 |
| nand3_2 | 0 | 2 |
| nor2_1 | 6 | 5 |
| o21bai_1 | 2 | 2 |
cells by family after synthesis:
group,count (synthesis),synth area share
simple gates,21,0.287
fa+ha+maj,12,0.374
buf+inv,10,0.150
compound gates,9,0.181
other cells,1,0.00934
Power figures rest on the tool's default switching activity, not on a simulated workload.
