## ./constraint.sdc

```tcl
current_design ColorBreathLED

set clk_period 5.7
set clk_io_pct 0.2

create_clock -name clk0 -period $clk_period [get_ports {CLK}]

set non_clock_inputs [all_inputs -no_clocks]
set_input_delay [expr $clk_period * $clk_io_pct] -clock clk0 $non_clock_inputs
set_output_delay [expr $clk_period * $clk_io_pct] -clock clk0 [all_outputs]
```

## ./run.sh

```bash
#!/bin/bash
# OpenROAD 26Q1-2900-gdf79404cd8, Yosys 0.63+post, stock flow scripts
make -C /OpenROAD-flow-scripts/flow DESIGN_CONFIG=/design/flow/config.mk WORK_HOME=/design/flow/orfs finish
```

## ./design.v

```verilog
module ColorBreathLED(LEDr,LEDg,LEDb,CLK);
	input CLK;
	output LEDr,LEDg,LEDb;
	wire UP;
	wire DW;
	wire STT0;
	wire STT1;
	PWM up(CLK,1,STT0,UP);
	PWM dw(CLK,0,STT1,DW);
	reg[1:0]flag0=2'b00;
	always@(posedge STT0)
		if(flag0==2'b10)
			flag0<=1'b0;
		else
			flag0<=flag0+1'b1;
	assign LEDr=(flag0==2'b00)?UP:((flag0==2'b01)?DW:1'b1);
	reg[1:0]flag1=2'b01;
	always@(posedge STT0)
		if(flag1==2'b10)
			flag1<=1'b0;
		else
			flag1<=flag1+1'b1;
	assign LEDg=(flag1==2'b00)?UP:((flag1==2'b01)?DW:1'b1);
	reg[1:0]flag2=2'b10;
	always@(posedge STT0)
		if(flag2==2'b10)
			flag2<=1'b0;
		else
			flag2<=flag2+1'b1;
	assign LEDb=(flag2==2'b00)?UP:((flag2==2'b01)?DW:1'b1);
endmodule
module PWM(
				input CLK,
				input FLAG, 
				output STT, 
				output PWM
				);
	reg[24:0]cnt1;
	reg[24:0]cnt2;
	parameter freq=2400; 
	reg stt; 
	always@(posedge CLK)
		if(cnt2==freq-1) 
			stt<=1'b1;
		else
			stt<=1'b0;
	assign STT=stt;
	always@(posedge CLK)
		if(cnt1>=freq-1) 
			cnt1<=1'b0;
		else 
			cnt1<=cnt1+1'b1;
	always@(posedge CLK)
		if(cnt1==freq-1) 
			if(FLAG) 
				if(cnt2>=freq-1)
					cnt2<=1'b0;
				else
					cnt2<=cnt2+1'b1; 
		else 
			if(cnt2<=0)
				cnt2<=freq-1;
			else 
				cnt2<=cnt2-1'b1; 
		else
			cnt2<=cnt2;
	assign PWM=(cnt1<cnt2)?1'b0:1'b1; 
endmodule
```

## ./config.mk

```make
export PLATFORM = sky130hd
export DESIGN_NAME = ColorBreathLED
export DESIGN_NICKNAME = ColorBreathLED
export VERILOG_FILES = /design/flow/design.v
export SDC_FILE = /design/flow/constraint.sdc
export NUM_CORES = 4
export LEC_CHECK = 1
export CORE_UTILIZATION = 50
```

==> metrics.yaml <==
arrival_ns: 3.06
grt_pass1_wl_um: 16300
first_pass_iters: 4
status: "finished, final reports clean"
irDropWorstVdd_mv: 0.257
synth_flops: 107
startpoint_type: "flip-flop"
vias_per_cell: 5.12
crit_chain: "inv_1 > ha_1 > nand4_1 > nor4_1 > a221o_1 > a311oi_1 > a32oi_1 > clkdlybuf4s50_1"
fin_area_sq_um: 6070
io_buffers: 3
grt_pass1_vias: 3561
maxSlewViolCount: 0
clockBufferDepth: 2
synth-edff-count: 50
reg2reg_to: "dw.cnt2[9]"
syn_area_per_cell_sq_um: 10.1
cts_buffers: 9
grt_max_degree: 26
powerDensity_nw_per_um2: 207
wl_per_cell_um: 12.8
final_antenna_net_count: 0
topCellsByArea: "edfxtp_1, dfxtp_1, ha_1"
unclocked_pins: 6
r2r_setup_slack_ns: 3.14
combPwrFrac_pct: 1.4
p_leak_nw: 2.57
worstSetupEndpointType: "output port"
fin_crit_ns: 4.20
clock_power_share_pct: 37.2
worstSkewPairLatency_ns: 0.36
power_switching_mw: 0.278
path_clk_slew_ns: 0.10
yosys_area_sq_um: 5510
num_rows: 37
tritoncts: "built"
fmax_ghz: 0.238
drc: 0
drive_above_1_share_pct: 4.99
h-tree-depth: 3
setup_viol: 0
fp_util_pct: 52.4
finalCritPeriodShare_pct: 73.6
power.internal_mw: 0.978
p_seq_share_pct: 61.4
netSwitchingFraction_pct: 22.2
syn_to_final_growth_pct: 10.3
hold_end: "up.cnt1[0]"
diodes: 0
final_common_cell: "inv_1"
drtIter0Drc: 158
antenna_found_initial: 0
max-cap-violations: 0
r2r_cells: 5
place_congestion: 0.850
worstPathRequired_ns: 4.56
skew_ns: 0.00676
ys.flop_type: "dfxtp_1"
cp_max_fo: 6
flop_area_sq_um: 2640
synth_cell_type_count: 51
post_cts_buffers: 0
untimed_endpoints: 6
max-slew-margin-rel_pct: 52.8
dpl.hpwl_um: 7110
hold_class: "reg2reg"
async_flop_share_pct: 0
crit_type: "reg2out"
netlist_instances: 544
final.fill_count: 844
whs_path_depth: 1
ys_cells: 544
ios: 4
post_cts_resized: 0
yosysTopAreaCellShare_pct: 27.3
grt_overflow_total: 0
cpPeakStageDelay_ns: 0.61
seq_area_frac_synth_pct: 48.0
vias: 3772
die_y_um: 107
die_x_um: 107
syn_area_sq_um: 5510
coreArea_sq_um: 10500
wl_um: 9470
warning_count: 31
postPlaceCellArea_sq_um: 5860
worstMarginPinSlew_ns: 0.703
rsz0062_at_grt: "no"
hold_start: "up.cnt1[0]"
lay_top_cells: "inv_1, ha_1, nor2_1, dfxtp_1, edfxtp_1"
largest_area_cell: "edfxtp_1"
synth-warning-count: 4
clockRootBuffer: "clkbuf_8"
grtUsageTotal_pct: 18.4
area.combinational_sq_um: 2760
cp_slowest_cell: "a311oi_1"
final.setup.tns_ns: 0
cts.hold.buffers_added: 0
die_area_sq_um: 11400
r2r_start: "dw.cnt2[19]"
hold_viol_final: 0
==> metal layers <==
metal | vias up | share of wire [%] | wire length, um | GRT usage [%]
met2 | 34 | 46 | 4350 | 29.3
met3 | 10 | 2.1 | 202 | 2.54
met5 | - | 0 | 0 | 0
met1 | 1726 | 51 | 4780 | 29.1
met4 | 0 | 1.4 | 128 | 2.25
li1 | 2002 | - | - | -
==> synth_stat cells, types with 8 or more instances <==
cell / number
inv_1: 63
ha_1: 61
nor2_1: 59
dfxtp_1: 57
edfxtp_1: 50
nand2_1: 29
nand3_1: 29
xnor2_1: 24
a21oi_1: 22
nor4_1: 16
nor3_1: 14
nand4_1: 13
o21ai_0: 13
xor2_1: 12
and3_1: 9
a21o_1: 8
==> power groups by stage <==
stage	combinational [mW]	clock [mW]	sequential, mW
after CTS	0.0178	0.486	0.772
after global routing	0.0218	0.512	0.773
final	0.0177	0.467	0.772
==> state kept, by name (all words and copies together), names as in the netlist <==
signal and count:
dw.cnt1 25, flag0 2, up.cnt1 25, flag1 2, up.cnt2 25, dw.cnt2 25, up.stt 1, flag2 2
==> per-stage QoR <==
stage,power [mW],setup slack (ns),hold WS [ns],cells,util (%)
2_1_floorplan,0.800,2.79,0.425,582,-
3_3_place_gp,0.805,1.89,0.445,721,55.8
3_5_place_dp,0.806,1.85,0.455,721,55.8
4_1_cts,1.28,1.41,0.480,737,57.8
5_1_grt,1.31,1.28,0.508,737,57.8
6_report,1.26,1.50,0.474,737,57.8
==> critical path, delay by kind of cell, from the launching register on <==
kind / cells / cell delay [ns]
adders and majority gates: 1 / 0.33
and+or+nand+nor: 2 / 0.25
DFF: 1 / 0.47
buffers and inverters: 2 / 0.51
AOI/OAI and AO/OA: 3 / 1.13
==> kinds of logic after synthesis <==
logic type	count (synthesis)	share of synthesized area, %
buffers and inverters	66	4.59
and+or+nand+nor	201	19.0
other	1	0.0681
AOI/OAI and AO/OA	69	8.11
adders and majority gates	61	13.9
DFF	107	48.0
muxes	3	0.591
xor gates and xnor gates	36	5.73
==> area by class of cell <==
cell class              instances  share of cell area [%]
multi-input cells             409                    45.4
clock inverters                 5                   0.845
clock buffers                  11                    2.68
flip-flops and latches        107                    43.5
repair buffers                  6                   0.865
well taps                     136                    2.80
inverters                      63                    3.89
==> how the worst max path moves through the flow <==
stage | start | end | slack, ns | cells after the start
CTS | dw.cnt2[23] | LEDb | 1.41 | 8
global route | dw.cnt2[23] | LEDb | 1.28 | 8
finish | dw.cnt2[23] | LEDr | 1.50 | 8
No activity file was given, so power comes from the tool's default toggle rates.
