## config.mk

```make
export PLATFORM = sky130hd
export DESIGN_NAME = Timer24s
export DESIGN_NICKNAME = Timer24s
export VERILOG_FILES = /design/flow/design.v
export SDC_FILE = /design/flow/constraint.sdc
export NUM_CORES = 4
export LEC_CHECK = 1
export CORE_AREA = 10 10 110 110
export DIE_AREA = 0 0 120 120
```

## constraint.sdc

```tcl
current_design Timer24s

set clk_period 3.6
set clk_io_pct 0.2

create_clock -name clk0 -period $clk_period [get_ports {CLK}]

set non_clock_inputs [all_inputs -no_clocks]
set_input_delay [expr $clk_period * $clk_io_pct] -clock clk0 $non_clock_inputs
set_output_delay [expr $clk_period * $clk_io_pct] -clock clk0 [all_outputs]
```

## design.v

```verilog
module Timer24s(CLK,Reset,Seg1,Seg2);
	input CLK;
	input Reset;
	output wire [8:0] Seg1,Seg2;
	reg [8:0] seg1,seg2;
	assign Seg1 = seg1;
	assign Seg2 = seg2;
	wire [8:0] SegState[9:0];
	initial begin
		SegState[0] = 9'h3f;                                            
	   SegState[1] = 9'h06;                                            
	   SegState[2] = 9'h5b;                                            
	   SegState[3] = 9'h4f;                                            
	   SegState[4] = 9'h66;                                            
	   SegState[5] = 9'h6d;                                            
	   SegState[6] = 9'h7d;                                            
	   SegState[7] = 9'h07;                                            
	   SegState[8] = 9'h7f;                                            
	   SegState[9] = 9'h6f; 
	end
	reg [25:0] Counter;
	reg [5:0] Time;
	always@(posedge CLK) begin
		if(Reset == 1'b0) begin
			Time <= 5'b11000;
			Counter <= 1'b0;
		end
		else if(Counter == 24'hb71b00) begin
			Counter = 24'b0;
			if(Time == 5'b0) begin
				Time = 5'b11000;
			end
			else begin
				Time = Time - 1'b1;
			end
		end
		else begin
			Counter = Counter + 1'b1;
		end
	end
	always@(Time) begin
		case(Time)
			5'b11000 : begin seg1 = SegState[2]; seg2 = SegState[4]; end
			5'b10111 : begin seg1 = SegState[2]; seg2 = SegState[3]; end
			5'b10110 : begin seg1 = SegState[2]; seg2 = SegState[2]; end
			5'b10101 : begin seg1 = SegState[2]; seg2 = SegState[1]; end
			5'b10100 : begin seg1 = SegState[2]; seg2 = SegState[0]; end
			5'b10011 : begin seg1 = SegState[1]; seg2 = SegState[9]; end
			5'b10010 : begin seg1 = SegState[1]; seg2 = SegState[8]; end
			5'b10001 : begin seg1 = SegState[1]; seg2 = SegState[7]; end
			5'b10000 : begin seg1 = SegState[1]; seg2 = SegState[6]; end
			5'b01111 : begin seg1 = SegState[1]; seg2 = SegState[5]; end
			5'b01110 : begin seg1 = SegState[1]; seg2 = SegState[4]; end
			5'b01101 : begin seg1 = SegState[1]; seg2 = SegState[3]; end
			5'b01100 : begin seg1 = SegState[1]; seg2 = SegState[2]; end
			5'b01011 : begin seg1 = SegState[1]; seg2 = SegState[1]; end
			5'b01010 : begin seg1 = SegState[1]; seg2 = SegState[0]; end
			5'b01001 : begin seg1 = SegState[0]; seg2 = SegState[9]; end
			5'b01000 : begin seg1 = SegState[0]; seg2 = SegState[8]; end
			5'b00111 : begin seg1 = SegState[0]; seg2 = SegState[7]; end
			5'b00110 : begin seg1 = SegState[0]; seg2 = SegState[6]; end
			5'b00101 : begin seg1 = SegState[0]; seg2 = SegState[5]; end
			5'b00100 : begin seg1 = SegState[0]; seg2 = SegState[4]; end
			5'b00011 : begin seg1 = SegState[0]; seg2 = SegState[3]; end
			5'b00010 : begin seg1 = SegState[0]; seg2 = SegState[2]; end
			5'b00001 : begin seg1 = SegState[0]; seg2 = SegState[1]; end
			5'b00000 : begin seg1 = SegState[0]; seg2 = SegState[0]; end
		endcase
	end
endmodule
```

## run.sh

```bash
#!/bin/bash
# OpenROAD 26Q1-2900-gdf79404cd8, Yosys 0.63+post, stock flow scripts
make -C /OpenROAD-flow-scripts/flow DESIGN_CONFIG=/design/flow/config.mk WORK_HOME=/design/flow/orfs finish
```

==> reports/qor.csv <==
stage,metric,value,unit
final_timing,fmax,437,MHz
final_timing,setup_ws,1.31,ns
cts,cts_resized,0,
placed_design,place.gp.congestion,0.799,
yosys,edf_count,0,
final_timing,untimed_endpoints,24,
cells_and_area,fin_util,27.1,%
cts,post_cts_buffers,0,
power_and_ir_drop,p_leak,0.000882,uW
yosys,netlist_area,2370,um^2
cts,htree_num_levels,2,
die,initCoreUtil,24.2,%
final_timing,finClkSkew,0.00897,ns
final_timing,rsz0062_at_grt,false,
power_and_ir_drop,cellPowerDensity,253,nW/um^2
final_timing,tightestPinTransition,0.870,ns
global_route,grt_pass1_wl,8.09,mm
yosys,synth_cells,281,
die,die_x,120,um
yosys,ys_cells,281,
cells_and_area,design_area,2650,um^2
yosys,synth_cell_type_count,58,
placed_design,place_ws,1.32,ns
yosys,yosysWarningCount,11,
global_route,grt.total_usage,6.38,%
cts,clkTransAtPathRegs,0.07,ns
yosys,ys.flop_type,dfxtp_1,
global_route,antenna_found_initial,0,
die,rows,36,
final_timing,unclocked_pins,11,
detailed_routing,vias,1986,
worst_setup_path,cp-start-kind,flip-flop,
detailed_routing,routed_wl,4.82,mm
worst_setup_path,criticalPathCategory,reg2reg,
cells_and_area,drive_above_1_share,14.5,%
global_route,grt_pass1_vias,1708,
worst_setup_path,end_kind,flip-flop,
detailed_routing,first_pass_iters,4,
placed_design,place_area,2550,um^2
detailed_routing,wl_per_cell,11.6,um
detailed_routing,vias_per_cell,4.79,
yosys,synthArstFlopShare,0,%
final_timing,finalSetupTns,0,ns
final_timing,slew_headroom,41.7,%
yosys,synth.ff_latch_count,43,
final_timing,hold_violations,0,
cells_and_area,instances_no_fill,415,
die,die-area,14400,um^2
cts,clk_latency,0.28,ns
die,fp.dieH,120,um
final_timing,setup_violations,0,
die,pin_count,20,
yosys,ys_area,2370,um^2
detailed_routing,final_antenna_net_count,0,
cts,clk_path_buf_depth,2,
detailed_routing,diodes,0,
detailed_routing,drc,0,
worst_setup_path,worstPathArrival,2.51,ns
power_and_ir_drop,ir_worst_vdd,0.000211,V
worst_setup_path,required,3.82,ns
worst_setup_path,cp_max_fo,15,
yosys,avgSynthCellArea,8.42,um^2
cts,cts_inserted_buffers,5,
cts,hold_buffers,0,
cts,clockRootBuffer,clkbuf_8,
placed_design,port_buffers,14,
outcome,run_status,finished clean,
placed_design,dp.cells,407,
final_timing,slew_viol_final,0,
global_route,grt_max_degree,27,
job,warning_count,29,
final_timing,fin_crit,2.29,ns
hold_path,min_path_type,reg2reg,
global_route,grt_overflow,0,
cts,cts_tree,done,
cells_and_area,syn_to_final_growth,11.8,%
placed_design,hpwl,3.41,mm
detailed_routing,drtIter0Drc,104,
final_timing,period_used_share,63.6,%
die,coreArea,9770,um^2
job,drv_cap,0,
==> flip-flops by register name, indices dropped and copies added (netlist names) <==
signal / flops
Counter: 26
Time: 6
seg1: 4
seg2: 7
==> through the flow <==
stage,hold WS (ns),power (uW)
after global placement,0.463,394
after floorplan,0.441,393
final,0.481,670
after global routing,0.519,702
after detailed placement,0.474,395
after CTS,0.483,677
==> worst paths after layout <==
kind,start,to,slack (ns),depth (start not counted)
setup / recovery,Counter[5]$_SDFF_PP0_,Counter[25]$_SDFF_PP0_,1.31,4
setup reg to reg,Counter[5]$_SDFF_PP0_,Counter[25]$_SDFF_PP0_,1.31,4
hold reg to reg,Counter[25]$_SDFF_PP0_,Counter[25]$_SDFF_PP0_,0.48,2
hold / removal,Counter[25]$_SDFF_PP0_,Counter[25]$_SDFF_PP0_,0.48,2
==> critical path, cell delays in order, from the launching register on <==
cell,delay (ns)
dfxtp_1,0.40
and3_1,0.38
nand4_1,0.52
or4b_2,0.78
a21oi_1,0.15
==> cell families after synthesis <==
family,Yosys count,share of synthesized area (%)
AND/OR/NAND/NOR,125,32.7
AND-OR/OR-AND,55,16.4
buffers and inverters,34,7.24
flip-flops,32,27.1
XOR/XNOR,13,4.81
latches,11,6.98
adder cells (fa/ha/maj),6,3.17
multiplexers,3,1.32
other,2,0.317
==> placed cells by master (no fill, tap or decap), types with 5 or more instances in the layout <==
cell type	count
nand4_1	17
nand3_1	14
nor3_1	6
nand2_1	15
o21ai_0	12
clkbuf_8	6
ha_1	6
clkdlybuf4s50_1	14
dfxtp_1	32
a21oi_1	12
dlxtn_1	11
nand3b_1	6
nor2_1	7
conb_1	5
inv_1	9
a21oi_2	6
nor2_2	14
o31ai_1	6
or4_1	8
or3_1	9
xor2_1	11
==> power breakdown <==
part | switching (uW) | internal (uW) | total [uW]
registers | 3.72 | 357 | 361
clock network | 130 | 152 | 283
logic | 17.7 | 8.95 | 26.7
==> cell type report <==
type | instances | area, um^2
inverters | 9 | 33.8
well taps | 133 | 166
clock inverters | 2 | 10.0
repair buffers | 15 | 148
clock buffers | 6 | 82.6
flip-flops and latches | 43 | 806
fillers | 1054 | 7130
multi-input cells | 207 | 1400
==> cells in the mapped netlist, drive strengths merged (2+ instances only) <==
library cell	count	area [um^2]
nand3	14	70.1
nor3b	3	22.5
o41ai	2	25.0
buf	13	92.6
nor2b	3	18.8
dlxtn	11	165
xnor2	2	17.5
a31oi	2	12.5
nor3	6	30.0
mux2i	2	20.0
nor2	21	114
nor4	3	25.0
ha	6	75.1
o31ai	6	45.0
inv	9	33.8
a21o	2	15.0
or4	9	71.3
nand2	15	56.3
or4b	3	30.0
or3	9	56.3
nand3b	6	45.0
and4	4	37.5
a211oi	2	15.0
xor2	11	96.3
and4b	2	20.0
conb	2	7.51
o21ai	13	76.3
nand2b	2	12.5
clkbuf	12	45.0
nand4	17	106
a21oi	18	113
nor4b	2	17.5
and3	3	18.8
dfxtp	32	641
==> layer usage <==
| metal | part of all wire [%] | up-vias | track usage, % | wire [um] |
|---|---|---|---|---|
| met5 | 0 | - | 0 | 0 |
| met4 | 0.15 | 0 | 0.377 | 7 |
| met3 | 7.6 | 2 | 1.86 | 368 |
| met2 | 42 | 51 | 10.0 | 2020 |
| met1 | 50 | 905 | 8.95 | 2420 |
| li1 | - | 1028 | - | - |
Power is estimated from default activity; no workload was simulated.
